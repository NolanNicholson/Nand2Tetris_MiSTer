File: ./config.mk
export PLATFORM = sky130hd
export DESIGN_NAME = top
export DESIGN_NICKNAME = top
export VERILOG_FILES = /design/flow/design.v
export SDC_FILE = /design/flow/constraint.sdc
export NUM_CORES = 4
export LEC_CHECK = 1
export CORE_AREA = 10 10 115 115
export DIE_AREA = 0 0 125 125
File: ./constraint.sdc
current_design top

set clk_period 1.5
set clk_io_pct 0.2

create_clock -name clk0 -period $clk_period

set non_clock_inputs [all_inputs -no_clocks]
set_input_delay [expr $clk_period * $clk_io_pct] -clock clk0 $non_clock_inputs
set_output_delay [expr $clk_period * $clk_io_pct] -clock clk0 [all_outputs]
File: ./design.v
module and16
(
    input [15:0] a,
    input [15:0] b,
    output [15:0] out
);
and_n2t and0
(
    .a(a[0]),
    .b(b[0]),
    .out(out[0])
);
and_n2t and1
(
    .a(a[1]),
    .b(b[1]),
    .out(out[1])
);
and_n2t and2
(
    .a(a[2]),
    .b(b[2]),
    .out(out[2])
);
and_n2t and3
(
    .a(a[3]),
    .b(b[3]),
    .out(out[3])
);
and_n2t and4
(
    .a(a[4]),
    .b(b[4]),
    .out(out[4])
);
and_n2t and5
(
    .a(a[5]),
    .b(b[5]),
    .out(out[5])
);
and_n2t and6
(
    .a(a[6]),
    .b(b[6]),
    .out(out[6])
);
and_n2t and7
(
    .a(a[7]),
    .b(b[7]),
    .out(out[7])
);
and_n2t and8
(
    .a(a[8]),
    .b(b[8]),
    .out(out[8])
);
and_n2t and9
(
    .a(a[9]),
    .b(b[9]),
    .out(out[9])
);
and_n2t and10
(
    .a(a[10]),
    .b(b[10]),
    .out(out[10])
);
and_n2t and11
(
    .a(a[11]),
    .b(b[11]),
    .out(out[11])
);
and_n2t and12
(
    .a(a[12]),
    .b(b[12]),
    .out(out[12])
);
and_n2t and13
(
    .a(a[13]),
    .b(b[13]),
    .out(out[13])
);
and_n2t and14
(
    .a(a[14]),
    .b(b[14]),
    .out(out[14])
);
and_n2t and15
(
    .a(a[15]),
    .b(b[15]),
    .out(out[15])
);
endmodule
module and_n2t
(
    input a,
    input b,
    output out
);
wire notout;
nand_n2t nand0
(
    .a(a),
    .b(b),
    .out(notout)
);
not_n2t not0
(
    .in(notout),
    .out(out)
);
endmodule
module dmux
(
    input in,
    input sel,
    output a,
    output b
);
wire sel_n;
not_n2t invert_sel
(
    .in(sel),
    .out(sel_n)
);
and_n2t determine_a
(
    .a(sel_n),
    .b(in),
    .out(a)
);
and_n2t determine_b
(
    .a(sel),
    .b(in),
    .out(b)
);
endmodule
module dmux4way
(
    input in,
    input [1:0] sel,
    output a,
    output b,
    output c,
    output d
);
wire ab, cd;
dmux dmux_ab_cd
(
    .in(in),
    .sel(sel[1]),
    .a(ab),
    .b(cd)
);
dmux dmux_a_b
(
    .in(ab),
    .sel(sel[0]),
    .a(a),
    .b(b)
);
dmux dmux_c_d
(
    .in(cd),
    .sel(sel[0]),
    .a(c),
    .b(d)
);
endmodule
module dmux8way
(
    input in,
    input [2:0] sel,
    output a,
    output b,
    output c,
    output d,
    output e,
    output f,
    output g,
    output h
);
wire abcd, efgh;
dmux dmux_abcd_efgh
(
    .in(in),
    .sel(sel[2]),
    .a(abcd),
    .b(efgh)
);
dmux4way dmux4way_a_b_c_d
(
    .in(abcd),
    .sel(sel[1:0]),
    .a(a),
    .b(b),
    .c(c),
    .d(d)
);
dmux4way dmux4way_e_f_g_h
(
    .in(efgh),
    .sel(sel[1:0]),
    .a(e),
    .b(f),
    .c(g),
    .d(h)
);
endmodule
module mux
(
    input a,
    input b,
    input sel,
    output out
);
wire sel_n;
wire sel_and_b;
wire sel_n_and_a;
not_n2t invert_sel
(
    .in(sel),
    .out(sel_n)
);
and_n2t use_b
(
    .a(sel),
    .b(b),
    .out(sel_and_b)
);
and_n2t use_a
(
    .a(a),
    .b(sel_n),
    .out(sel_n_and_a)
);
or_n2t result
(
    .a(sel_and_b),
    .b(sel_n_and_a),
    .out(out)
);
endmodule
module mux16
(
    input [15:0] a,
    input [15:0] b,
    input sel,
    output [15:0] out
);
mux mux0
(
    .a(a[0]),
    .b(b[0]),
    .sel(sel),
    .out(out[0])
);
mux mux1
(
    .a(a[1]),
    .b(b[1]),
    .sel(sel),
    .out(out[1])
);
mux mux2
(
    .a(a[2]),
    .b(b[2]),
    .sel(sel),
    .out(out[2])
);
mux mux3
(
    .a(a[3]),
    .b(b[3]),
    .sel(sel),
    .out(out[3])
);
mux mux4
(
    .a(a[4]),
    .b(b[4]),
    .sel(sel),
    .out(out[4])
);
mux mux5
(
    .a(a[5]),
    .b(b[5]),
    .sel(sel),
    .out(out[5])
);
mux mux6
(
    .a(a[6]),
    .b(b[6]),
    .sel(sel),
    .out(out[6])
);
mux mux7
(
    .a(a[7]),
    .b(b[7]),
    .sel(sel),
    .out(out[7])
);
mux mux8
(
    .a(a[8]),
    .b(b[8]),
    .sel(sel),
    .out(out[8])
);
mux mux9
(
    .a(a[9]),
    .b(b[9]),
    .sel(sel),
    .out(out[9])
);
mux mux10
(
    .a(a[10]),
    .b(b[10]),
    .sel(sel),
    .out(out[10])
);
mux mux11
(
    .a(a[11]),
    .b(b[11]),
    .sel(sel),
    .out(out[11])
);
mux mux12
(
    .a(a[12]),
    .b(b[12]),
    .sel(sel),
    .out(out[12])
);
mux mux13
(
    .a(a[13]),
    .b(b[13]),
    .sel(sel),
    .out(out[13])
);
mux mux14
(
    .a(a[14]),
    .b(b[14]),
    .sel(sel),
    .out(out[14])
);
mux mux15
(
    .a(a[15]),
    .b(b[15]),
    .sel(sel),
    .out(out[15])
);
endmodule
module mux4way16
(
    input [15:0] a,
    input [15:0] b,
    input [15:0] c,
    input [15:0] d,
    input [1:0] sel,
    output [15:0] out
);
wire [15:0] muxed_ab;
wire [15:0] muxed_cd;
mux16 mux_ab
(
    .a(a),
    .b(b),
    .sel(sel[0]),
    .out(muxed_ab)
);
mux16 mux_cd
(
    .a(c),
    .b(d),
    .sel(sel[0]),
    .out(muxed_cd)
);
mux16 mux_abcd
(
    .a(muxed_ab),
    .b(muxed_cd),
    .sel(sel[1]),
    .out(out)
);
endmodule
module mux8way16
(
    input [15:0] a,
    input [15:0] b,
    input [15:0] c,
    input [15:0] d,
    input [15:0] e,
    input [15:0] f,
    input [15:0] g,
    input [15:0] h,
    input [2:0] sel,
    output [15:0] out
);
wire [15:0] muxed_abcd;
wire [15:0] muxed_efgh;
mux4way16 mux_abcd
(
    .a(a),
    .b(b),
    .c(c),
    .d(d),
    .sel(sel[1:0]),
    .out(muxed_abcd)
);
mux4way16 mux_efgh
(
    .a(e),
    .b(f),
    .c(g),
    .d(h),
    .sel(sel[1:0]),
    .out(muxed_efgh)
);
mux16 mux_abcdefgh
(
    .a(muxed_abcd),
    .b(muxed_efgh),
    .sel(sel[2]),
    .out(out)
);
endmodule
module nand_n2t
(
    input a,
    input b,
    output out
);
assign out = ~(a & b);
endmodule
module not16
(
    input [15:0] in,
    output [15:0] out
);
not_n2t not0
(
    .in(in[0]),
    .out(out[0])
);
not_n2t not1
(
    .in(in[1]),
    .out(out[1])
);
not_n2t not2
(
    .in(in[2]),
    .out(out[2])
);
not_n2t not3
(
    .in(in[3]),
    .out(out[3])
);
not_n2t not4
(
    .in(in[4]),
    .out(out[4])
);
not_n2t not5
(
    .in(in[5]),
    .out(out[5])
);
not_n2t not6
(
    .in(in[6]),
    .out(out[6])
);
not_n2t not7
(
    .in(in[7]),
    .out(out[7])
);
not_n2t not8
(
    .in(in[8]),
    .out(out[8])
);
not_n2t not9
(
    .in(in[9]),
    .out(out[9])
);
not_n2t not10
(
    .in(in[10]),
    .out(out[10])
);
not_n2t not11
(
    .in(in[11]),
    .out(out[11])
);
not_n2t not12
(
    .in(in[12]),
    .out(out[12])
);
not_n2t not13
(
    .in(in[13]),
    .out(out[13])
);
not_n2t not14
(
    .in(in[14]),
    .out(out[14])
);
not_n2t not15
(
    .in(in[15]),
    .out(out[15])
);
endmodule
module not_n2t
(
    input in,
    output out
);
nand_n2t nand01
(
    .a(in),
    .b(in),
    .out(out)
);
endmodule
module or16
(
    input [15:0] a,
    input [15:0] b,
    output [15:0] out
);
or_n2t or0
(
    .a(a[0]),
    .b(b[0]),
    .out(out[0])
);
or_n2t or1
(
    .a(a[1]),
    .b(b[1]),
    .out(out[1])
);
or_n2t or2
(
    .a(a[2]),
    .b(b[2]),
    .out(out[2])
);
or_n2t or3
(
    .a(a[3]),
    .b(b[3]),
    .out(out[3])
);
or_n2t or4
(
    .a(a[4]),
    .b(b[4]),
    .out(out[4])
);
or_n2t or5
(
    .a(a[5]),
    .b(b[5]),
    .out(out[5])
);
or_n2t or6
(
    .a(a[6]),
    .b(b[6]),
    .out(out[6])
);
or_n2t or7
(
    .a(a[7]),
    .b(b[7]),
    .out(out[7])
);
or_n2t or8
(
    .a(a[8]),
    .b(b[8]),
    .out(out[8])
);
or_n2t or9
(
    .a(a[9]),
    .b(b[9]),
    .out(out[9])
);
or_n2t or10
(
    .a(a[10]),
    .b(b[10]),
    .out(out[10])
);
or_n2t or11
(
    .a(a[11]),
    .b(b[11]),
    .out(out[11])
);
or_n2t or12
(
    .a(a[12]),
    .b(b[12]),
    .out(out[12])
);
or_n2t or13
(
    .a(a[13]),
    .b(b[13]),
    .out(out[13])
);
or_n2t or14
(
    .a(a[14]),
    .b(b[14]),
    .out(out[14])
);
or_n2t or15
(
    .a(a[15]),
    .b(b[15]),
    .out(out[15])
);
endmodule
module or8way
(
    input [7:0] in,
    output out
);
wire or_out0;
wire or_out1;
wire or_out2;
wire or_out3;
wire or_out4;
wire or_out5;
or_n2t or0
(
    .a(in[0]),
    .b(in[1]),
    .out(or_out0)
);
or_n2t or1
(
    .a(or_out0),
    .b(in[2]),
    .out(or_out1)
);
or_n2t or2
(
    .a(or_out1),
    .b(in[3]),
    .out(or_out2)
);
or_n2t or3
(
    .a(or_out2),
    .b(in[4]),
    .out(or_out3)
);
or_n2t or4
(
    .a(or_out3),
    .b(in[5]),
    .out(or_out4)
);
or_n2t or5
(
    .a(or_out4),
    .b(in[6]),
    .out(or_out5)
);
or_n2t or6
(
    .a(or_out5),
    .b(in[7]),
    .out(out)
);
endmodule
module or_n2t
(
    input a,
    input b,
    output out
);
wire nota;
wire notb;
not_n2t not0
(
    .in(a),
    .out(nota)
);
not_n2t not1
(
    .in(b),
    .out(notb)
);
nand_n2t nand0
(
    .a(nota),
    .b(notb),
    .out(out)
);
endmodule
module xor_n2t
(
    input a,
    input b,
    output out
);
wire a_or_b;
wire a_nand_b;
or_n2t or0
(
    .a(a),
    .b(b),
    .out(a_or_b)
);
nand_n2t nand0
(
    .a(a),
    .b(b),
    .out(a_nand_b)
);
and_n2t and0
(
    .a(a_or_b),
    .b(a_nand_b),
    .out(out)
);
endmodule
module top
(
    input in_a,
    input in_b,
    input in_sel,
    input [15:0] in16_a,
    input [15:0] in16_b,
    input [15:0] in16_c,
    input [15:0] in16_d,
    input [15:0] in16_e,
    input [15:0] in16_f,
    input [15:0] in16_g,
    input [15:0] in16_h,
    input [7:0] in8_a,
    input [1:0] in2_sel,
    input [2:0] in3_sel,
    output out_nand,
    output out_not,
    output out_and,
    output out_or,
    output out_xor,
    output out_mux,
    output out_dmux_a,
    output out_dmux_b,
    output [15:0] out16_not,
    output [15:0] out16_and,
    output [15:0] out16_or,
    output [15:0] out16_mux,
    output [15:0] out16_mux4,
    output [15:0] out16_mux8,
    output out_or8way,
    output out_dmux4_a,
    output out_dmux4_b,
    output out_dmux4_c,
    output out_dmux4_d,
    output out_dmux8_a,
    output out_dmux8_b,
    output out_dmux8_c,
    output out_dmux8_d,
    output out_dmux8_e,
    output out_dmux8_f,
    output out_dmux8_g,
    output out_dmux8_h
);
nand_n2t nand01
(
    .a(in_a),
    .b(in_b),
    .out(out_nand)
);
not_n2t not01
(
    .in(in_a),
    .out(out_not)
);
and_n2t and01
(
    .a(in_a),
    .b(in_b),
    .out(out_and)
);
or_n2t or01
(
    .a(in_a),
    .b(in_b),
    .out(out_or)
);
xor_n2t xor01
(
    .a(in_a),
    .b(in_b),
    .out(out_xor)
);
mux mux
(
    .a(in_a),
    .b(in_b),
    .sel(in_sel),
    .out(out_mux)
);
dmux dmux
(
    .in(in_a),
    .sel(in_sel),
    .a(out_dmux_a),
    .b(out_dmux_b)
);
not16 not16
(
    .in(in16_a),
    .out(out16_not)
);
and16 and16
(
    .a(in16_a),
    .b(in16_b),
    .out(out16_and)
);
or16 or16
(
    .a(in16_a),
    .b(in16_b),
    .out(out16_or)
);
mux16 mux16
(
    .a(in16_a),
    .b(in16_b),
    .sel(in_sel),
    .out(out16_mux)
);
or8way or8way
(
    .in(in8_a),
    .out(out_or8way)
);
mux4way16 mux4way16
(
    .a(in16_a),
    .b(in16_b),
    .c(in16_c),
    .d(in16_d),
    .sel(in2_sel),
    .out(out16_mux4)
);
mux8way16 mux8way16
(
    .a(in16_a),
    .b(in16_b),
    .c(in16_c),
    .d(in16_d),
    .e(in16_e),
    .f(in16_f),
    .g(in16_g),
    .h(in16_h),
    .sel(in3_sel),
    .out(out16_mux8)
);
dmux4way dmux4way
(
    .in(in_a),
    .sel(in2_sel),
    .a(out_dmux4_a),
    .b(out_dmux4_b),
    .c(out_dmux4_c),
    .d(out_dmux4_d)
);
dmux8way dmux8way
(
    .in(in_a),
    .sel(in3_sel),
    .a(out_dmux8_a),
    .b(out_dmux8_b),
    .c(out_dmux8_c),
    .d(out_dmux8_d),
    .e(out_dmux8_e),
    .f(out_dmux8_f),
    .g(out_dmux8_g),
    .h(out_dmux8_h)
);
endmodule
File: ./run.sh
#!/bin/bash
# OpenROAD 26Q1-2900-gdf79404cd8, Yosys 0.63+post, stock flow scripts
make -C /OpenROAD-flow-scripts/flow DESIGN_CONFIG=/design/flow/config.mk WORK_HOME=/design/flow/orfs finish
==> impl_metrics.py <==
# Metrics from the implementation run
metrics = {
    "run_status": {
        "status": "finished with violations",
        "violations": "setup timing",
    },
    "worst_setup_path": {
        "worst_setup_path_start_kind": "primary input",
        "crit_type": "primary input to output port",
        "cp.arrival_ns": 1.56,
        "cp.required_ns": 1.20,
        "endpoint_kind": "output port",
        "cp_max_fo": 1,
    },
    "power": {
        "p_leak_uw": 0.00283,
        "report.power.total_uw": 1570,
        "irDropWorstVdd_uv": 138,
        "p_per_area_nw_per_um2": 277,
    },
    "hold_path": {
        "hp-class": "primary input to output port",
        "min_to": "out_or8way",
        "worstHoldStart": "in8_a[1]",
        "worstHoldPathCells": 4,
    },
    "layout": {
        "register_area_um2": 0,
        "mi_logic_area_um2": 1890,
        "n_fill_cell": 991,
        "final_util": 0.523,
        "area_delta_synth_final_pct": 106,
        "flop-count": 0,
        "nClkBuffers": 0,
        "drive_gt1_frac": 0.523,
        "design_area_um2": 5670,
        "final_cells": 672,
    },
    "route": {
        "drtPass1Iterations": 4,
        "vias_per_cell": 4.50,
        "routedWlPerCell_um": 20.3,
        "num_antenna_cells": 0,
        "ant_nets": 0,
        "wirelength_um": 13700,
        "drc": 0,
        "dr_total_vias": 3022,
        "drt_iter0_markers": 63,
    },
    "sta": {
        "rsz0062_at_grt": "true",
        "fmaxAchievable_mhz": 537,
        "setup_viol": 24,
        "hold_viol_final": 0,
        "min_period_over_period": 1.24,
        "worst_slew_pin_slew_ns": 0.228,
        "slew_viol_final": 0,
        "fin_crit_ns": 1.86,
        "timing.hold.ws_ns": 0.878,
        "postLayoutSetupSlackWorst_ns": -0.363,
        "relSlewSlack": 0.847,
    },
    "place": {
        "io_buffers": 261,
        "placed_cells": 643,
        "gp_congestion": 0.875,
        "hpwl_um": 10900,
        "placed_area_um2": 5230,
    },
    "synthesis": {
        "syn_inst": 288,
        "ys_cells": 288,
        "ys_top_cells_by_count": "buf_4 (96), mux4_2 (25), inv_1 (20), nand2_1 (20), mux4_1 (19)",
        "top_area_frac": 0.262,
        "synthTopCellsByArea": "buf_4 (26%), mux4_2 (20%), mux4_1 (18%), mux2_2 (6.6%), and2_1 (3.9%)",
        "ys_chip_area_um2": 2750,
        "yosys.cell_count.top_type": "buf_4",
        "synth_area_per_cell_um2": 9.55,
        "top_area_cell": "buf_4",
        "syn_area_um2": 2750,
        "ys_types": 23,
        "postSynthSeqShare": 0,
        "yosys_warnings": 0,
    },
    "floorplan": {
        "chipArea_um2": 15600,
        "core_area_um2": 10800,
        "die-height_um": 125,
        "pin_count": 261,
        "initCoreUtil": 0.254,
        "rows": 38,
        "die_x_um": 125,
    },
    "grt": {
        "grt_use_total": 0.167,
        "grt_pass1_wl_um": 20500,
        "grt_max_degree": 15,
        "antenna_found_initial": 0,
        "grt-ovfl-total": 0,
        "grt_pass1_vias": 3292,
    },
    "flow_run": {
        "warnings": 36,
        "cap_violations": 0,
    },
    "clock_network": {
        "cts_hold_buf": 0,
    },
}
## report_power, final
part	leakage, uW	internal [uW]	switching (uW)	total [uW]
registers	0	0	0	0
logic	0.00283	1100	472	1570
clock network	0	0	0	0
total	0.00283	1100	472	1570
## area by class of cell
cell class | instances | area share
Tap cell | 140 | 0.0309
Inverter | 20 | 0.0137
Multi-Input combinational cell | 154 | 0.333
Timing Repair Buffer | 358 | 0.622
## metal layers
| metal | routed length [um] | global-route usage | vias up |
|---|---|---|---|
| met2 | 6850 | 0.291 | 161 |
| li1 | - | - | 1421 |
| met1 | 5220 | 0.200 | 1431 |
| met3 | 1410 | 0.0638 | 9 |
| met5 | 0 | 0 | - |
| met4 | 176 | 0.0183 | 0 |
## how the worst max path moves through the flow
stage / start / end / cells after the start / slack (ns)
finish: in16_f[1] / out16_mux8[1] / 4 / -0.36
global route: in3_sel[0] / out16_mux8[1] / 6 / -0.41
CTS: in3_sel[0] / out16_mux8[1] / 6 / -0.38
## layout by cell type (no fill, tap or decap), drive strengths merged
master / instances
nor3: 3
nand2b: 3
dlygate4sd2: 124
mux4: 48
mux2: 16
or2: 16
nor4: 2
dlymetal6s2s: 16
and2: 17
a21o: 1
and3: 1
inv: 20
nor2b: 1
ha: 2
clkdlybuf4s50: 35
nand2: 20
nor3b: 1
buf: 145
nor2: 7
clkbuf: 16
o21ai: 16
clkdlybuf4s15: 22
## stage by stage
| step | TNS [ns] | setup slack [ns] |
|---|---|---|
| finish | -5.07 | -0.363 |
| global route | -6.05 | -0.407 |
| CTS | -5.11 | -0.375 |
| detailed placement | -55.48 | -0.859 |
| global placement | -54.91 | -0.858 |
| floorplan | -3.15 | -0.202 |
## cell families after synthesis
group,Yosys count,synth area share
buffers and inverters,134,0.335
AND/OR/NAND/NOR,71,0.136
multiplexers,64,0.488
AND-OR/OR-AND,17,0.0318
adder cells (fa/ha/maj),2,0.00910
## critical path, stage by stage
cell             delay [ns]
clkdlybuf4s50_1        0.40
mux4_2                 0.47
mux2_4                 0.28
buf_6                  0.11
## repair_timing
item / 4_1_cts / 5_1_grt
setup buffers: 16 / 6
gates resized: 481 / 60
setup endpoints to repair: 117 / 49
cloned: 6 / 1
pin swaps: 4 / 6
Power and IR drop assume default switching activity.
