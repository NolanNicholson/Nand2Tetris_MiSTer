===== config.mk =====
export PLATFORM = sky130hd
export DESIGN_NAME = RAM64_slow
export DESIGN_NICKNAME = RAM64_slow
export VERILOG_FILES = /design/flow/design.v
export SDC_FILE = /design/flow/constraint.sdc
export NUM_CORES = 4
export LEC_CHECK = 1
export CORE_UTILIZATION = 40

===== constraint.sdc =====
current_design RAM64_slow

set clk_period 20.7
set clk_io_pct 0.2

create_clock -name clk0 -period $clk_period [get_ports {clk}]

set non_clock_inputs [all_inputs -no_clocks]
set_input_delay [expr $clk_period * $clk_io_pct] -clock clk0 $non_clock_inputs
set_output_delay [expr $clk_period * $clk_io_pct] -clock clk0 [all_outputs]

===== design.v =====
module and_n2t
(
    input a,
    input b,
    output out
);
wire notout;
nand_n2t nand0
(
    .a(a),
    .b(b),
    .out(notout)
);
not_n2t not0
(
    .in(notout),
    .out(out)
);
endmodule
module dmux
(
    input in,
    input sel,
    output a,
    output b
);
wire sel_n;
not_n2t invert_sel
(
    .in(sel),
    .out(sel_n)
);
and_n2t determine_a
(
    .a(sel_n),
    .b(in),
    .out(a)
);
and_n2t determine_b
(
    .a(sel),
    .b(in),
    .out(b)
);
endmodule
module dmux4way
(
    input in,
    input [1:0] sel,
    output a,
    output b,
    output c,
    output d
);
wire ab, cd;
dmux dmux_ab_cd
(
    .in(in),
    .sel(sel[1]),
    .a(ab),
    .b(cd)
);
dmux dmux_a_b
(
    .in(ab),
    .sel(sel[0]),
    .a(a),
    .b(b)
);
dmux dmux_c_d
(
    .in(cd),
    .sel(sel[0]),
    .a(c),
    .b(d)
);
endmodule
module dmux8way
(
    input in,
    input [2:0] sel,
    output a,
    output b,
    output c,
    output d,
    output e,
    output f,
    output g,
    output h
);
wire abcd, efgh;
dmux dmux_abcd_efgh
(
    .in(in),
    .sel(sel[2]),
    .a(abcd),
    .b(efgh)
);
dmux4way dmux4way_a_b_c_d
(
    .in(abcd),
    .sel(sel[1:0]),
    .a(a),
    .b(b),
    .c(c),
    .d(d)
);
dmux4way dmux4way_e_f_g_h
(
    .in(efgh),
    .sel(sel[1:0]),
    .a(e),
    .b(f),
    .c(g),
    .d(h)
);
endmodule
module mux
(
    input a,
    input b,
    input sel,
    output out
);
wire sel_n;
wire sel_and_b;
wire sel_n_and_a;
not_n2t invert_sel
(
    .in(sel),
    .out(sel_n)
);
and_n2t use_b
(
    .a(sel),
    .b(b),
    .out(sel_and_b)
);
and_n2t use_a
(
    .a(a),
    .b(sel_n),
    .out(sel_n_and_a)
);
or_n2t result
(
    .a(sel_and_b),
    .b(sel_n_and_a),
    .out(out)
);
endmodule
module mux16
(
    input [15:0] a,
    input [15:0] b,
    input sel,
    output [15:0] out
);
mux mux0
(
    .a(a[0]),
    .b(b[0]),
    .sel(sel),
    .out(out[0])
);
mux mux1
(
    .a(a[1]),
    .b(b[1]),
    .sel(sel),
    .out(out[1])
);
mux mux2
(
    .a(a[2]),
    .b(b[2]),
    .sel(sel),
    .out(out[2])
);
mux mux3
(
    .a(a[3]),
    .b(b[3]),
    .sel(sel),
    .out(out[3])
);
mux mux4
(
    .a(a[4]),
    .b(b[4]),
    .sel(sel),
    .out(out[4])
);
mux mux5
(
    .a(a[5]),
    .b(b[5]),
    .sel(sel),
    .out(out[5])
);
mux mux6
(
    .a(a[6]),
    .b(b[6]),
    .sel(sel),
    .out(out[6])
);
mux mux7
(
    .a(a[7]),
    .b(b[7]),
    .sel(sel),
    .out(out[7])
);
mux mux8
(
    .a(a[8]),
    .b(b[8]),
    .sel(sel),
    .out(out[8])
);
mux mux9
(
    .a(a[9]),
    .b(b[9]),
    .sel(sel),
    .out(out[9])
);
mux mux10
(
    .a(a[10]),
    .b(b[10]),
    .sel(sel),
    .out(out[10])
);
mux mux11
(
    .a(a[11]),
    .b(b[11]),
    .sel(sel),
    .out(out[11])
);
mux mux12
(
    .a(a[12]),
    .b(b[12]),
    .sel(sel),
    .out(out[12])
);
mux mux13
(
    .a(a[13]),
    .b(b[13]),
    .sel(sel),
    .out(out[13])
);
mux mux14
(
    .a(a[14]),
    .b(b[14]),
    .sel(sel),
    .out(out[14])
);
mux mux15
(
    .a(a[15]),
    .b(b[15]),
    .sel(sel),
    .out(out[15])
);
endmodule
module mux4way16
(
    input [15:0] a,
    input [15:0] b,
    input [15:0] c,
    input [15:0] d,
    input [1:0] sel,
    output [15:0] out
);
wire [15:0] muxed_ab;
wire [15:0] muxed_cd;
mux16 mux_ab
(
    .a(a),
    .b(b),
    .sel(sel[0]),
    .out(muxed_ab)
);
mux16 mux_cd
(
    .a(c),
    .b(d),
    .sel(sel[0]),
    .out(muxed_cd)
);
mux16 mux_abcd
(
    .a(muxed_ab),
    .b(muxed_cd),
    .sel(sel[1]),
    .out(out)
);
endmodule
module mux8way16
(
    input [15:0] a,
    input [15:0] b,
    input [15:0] c,
    input [15:0] d,
    input [15:0] e,
    input [15:0] f,
    input [15:0] g,
    input [15:0] h,
    input [2:0] sel,
    output [15:0] out
);
wire [15:0] muxed_abcd;
wire [15:0] muxed_efgh;
mux4way16 mux_abcd
(
    .a(a),
    .b(b),
    .c(c),
    .d(d),
    .sel(sel[1:0]),
    .out(muxed_abcd)
);
mux4way16 mux_efgh
(
    .a(e),
    .b(f),
    .c(g),
    .d(h),
    .sel(sel[1:0]),
    .out(muxed_efgh)
);
mux16 mux_abcdefgh
(
    .a(muxed_abcd),
    .b(muxed_efgh),
    .sel(sel[2]),
    .out(out)
);
endmodule
module nand_n2t
(
    input a,
    input b,
    output out
);
assign out = ~(a & b);
endmodule
module not_n2t
(
    input in,
    output out
);
nand_n2t nand01
(
    .a(in),
    .b(in),
    .out(out)
);
endmodule
module or_n2t
(
    input a,
    input b,
    output out
);
wire nota;
wire notb;
not_n2t not0
(
    .in(a),
    .out(nota)
);
not_n2t not1
(
    .in(b),
    .out(notb)
);
nand_n2t nand0
(
    .a(nota),
    .b(notb),
    .out(out)
);
endmodule
module RAM64_slow
(
    input clk,
    input [15:0] in,
    input [5:0] address,
    input load,
    output [15:0] out
);
wire [2:0] addr_high = address[5:3];
wire [2:0] addr_low = address[2:0];
wire load_ram0;
wire load_ram1;
wire load_ram2;
wire load_ram3;
wire load_ram4;
wire load_ram5;
wire load_ram6;
wire load_ram7;
dmux8way dmux_load
(
    .in(load),
    .sel(addr_high),
    .a(load_ram0),
    .b(load_ram1),
    .c(load_ram2),
    .d(load_ram3),
    .e(load_ram4),
    .f(load_ram5),
    .g(load_ram6),
    .h(load_ram7)
);
wire [15:0] out_ram0;
wire [15:0] out_ram1;
wire [15:0] out_ram2;
wire [15:0] out_ram3;
wire [15:0] out_ram4;
wire [15:0] out_ram5;
wire [15:0] out_ram6;
wire [15:0] out_ram7;
RAM8 ram0
(
    .clk(clk),
    .in(in),
    .address(addr_low),
    .load(load_ram0),
    .out(out_ram0)
);
RAM8 ram1
(
    .clk(clk),
    .in(in),
    .address(addr_low),
    .load(load_ram1),
    .out(out_ram1)
);
RAM8 ram2
(
    .clk(clk),
    .in(in),
    .address(addr_low),
    .load(load_ram2),
    .out(out_ram2)
);
RAM8 ram3
(
    .clk(clk),
    .in(in),
    .address(addr_low),
    .load(load_ram3),
    .out(out_ram3)
);
RAM8 ram4
(
    .clk(clk),
    .in(in),
    .address(addr_low),
    .load(load_ram4),
    .out(out_ram4)
);
RAM8 ram5
(
    .clk(clk),
    .in(in),
    .address(addr_low),
    .load(load_ram5),
    .out(out_ram5)
);
RAM8 ram6
(
    .clk(clk),
    .in(in),
    .address(addr_low),
    .load(load_ram6),
    .out(out_ram6)
);
RAM8 ram7
(
    .clk(clk),
    .in(in),
    .address(addr_low),
    .load(load_ram7),
    .out(out_ram7)
);
mux8way16 mux_output
(
    .a(out_ram0),
    .b(out_ram1),
    .c(out_ram2),
    .d(out_ram3),
    .e(out_ram4),
    .f(out_ram5),
    .g(out_ram6),
    .h(out_ram7),
    .sel(addr_high),
    .out(out)
);
endmodule
module RAM8
(
    input clk,
    input [15:0] in,
    input [2:0] address,
    input load,
    output [15:0] out
);
reg [15:0] RAM [8];
always @(posedge clk) begin
    if (load) begin
        RAM[address] = in;
    end
end
assign out = RAM[address];
endmodule

===== run.sh =====
#!/bin/bash
# OpenROAD 26Q1-2900-gdf79404cd8, Yosys 0.63+post, stock flow scripts
make -C /OpenROAD-flow-scripts/flow DESIGN_CONFIG=/design/flow/config.mk WORK_HOME=/design/flow/orfs finish

==> ci_impl_report.md <==
## PnR job results

| Metric | Value |
|---|---|
| Sequential power share | 0.521 |
| CP startpoint kind | input pin |
| Synth mux share | 0.0754 |
| Post-CTS sizing | 0 |
| Worst Setup EP | out[12] |
| Worst-case clock buffer depth | 3 |
| Crit-path max FO | 87 |
| Total gr overflow | 0 |
| Core Area | 98,900 um2 |
| Num Clock Sinks | 1,024 |
| XOR Share, Synth | 0 |
| H-tree Lvls | 3 |
| Top Layout Cells | 1,024 x edfxtp_1, 166 x mux2i_1, 148 x nor2_1 |
| Die width | 319 um |
| Finished Layout Cells | 3,780 |
| Clock power share | 0.415 |
| Net switching power | 979 uW |
| Cell Pwr Density | 97.3 nW/um2 |
| VDD IR-drop max | 0.0000902 V |
| Ys Warns | 1 |
| FA/HA/MAJ Cells, Area Fraction | 0 |
| DP Worst Slack | 8080 ps |
| First-pass GRT wire length | 179,000 um |
| Die Ht | 319 um |
| Vias in the first global route | 24,387 |
| TritonCTS clock tree | yes |
| CP startpoint | address[1] |
| Largest net degree at the start of global routing | 88 |
| Post-layout period usage | 0.609 |
| Post-synth regs | 1,024 |
| Comb area leader | AND-OR/OR-AND gates |
| Setup TNS | 0 ps |
| Final hold violation count | 0 |
| Max-slew violations | 0 |
| Num rows | 115 |
| And+or+nand+nor area frac | 0.0306 |
| Clk slew on worst S/H paths | 60 ps |
| Critical Path RT | 16,560 ps |
| Max-cap violations | 0 |
| Die area | 102,000 um2 |
| Proportion of layout cells with a drive suffix above 1 | 0.168 |
| Post-DP Area | 42,100 um2 |
| Final ANT Viol Nets | 0 |
| # Cells Yosys | 2,317 |
| Post-Syn Area per Cell | 17.3 um2 |
| IO Pins | 40 |
| P&R area growth vs syn | 13.0% |
| Status | finished, final reports clean |
| Clk root buf | clkbuf_16 |
| Synthesized area | 40,100 um2 |
| Initial DRC Count | 2,058 |
| Sequential area share after synthesis | 0.766 |
| Comb power frac | 0.064 |
| DR WL/cell | 33.3 um |
| Number of enable flip-flop cells | 1,024 |
| All-Layer GR Usage | 0.271 |
| Initial antenna violation count | 5 |
| Post-layout instance area | 45,300 um2 |
| Post-CTS Setup Bufs | 0 |
| Detailed Route WL | 126,000 um |
| Final min period | 12,600 ps |
| Routability-driven placement congestion ratio | 0.952 |
| DR vias/cell | 6.15 |
| HP Class | input pin to flip-flop |
| Async SR Flop Fraction | 0 |
| Placed cell count | 3,599 |
| Yosys stat area | 40,100 um2 |
| Rel. slew slack | 0.282 |
| Final setup vio count | 0 |
| Crit. End Element | output port |
| Vias | 23,259 |
| RSZ-0062 raised after global routing | no |
| Synth cell types | 63 |
| Syn Inst Count | 2,317 |
| Sw Ratio | 0.222 |
| Tool Warnings | 26 |
| # DRC | 0 |
| Port bufs | 39 |
| Worst slew pin tran | 1060 ps |
| Main flop type | edfxtp_1 |
| Num CTS Buffers | 99 |
| DPL Wire Length | 73,000 um |
| Max Freq | 79.4 MHz |
| Arr. time, crit path | 8460 ps |
| FP Util | 0.406 |
| DR pass1 iterations | 5 |
| Post-Synth AOI/OAI Area | 0.101 |
| Final worst slack | 8100 ps |
| Pint | 3.43 mW |
| Leak Pwr | 14.6 nW |
| Crit Path Class | input pin to output port |
| Cts hold-fix bufs | 0 |
| Commonest Layout Cell | edfxtp_1 |
synthesized netlist by cell type (all sizes together) (3+ instances only):
cell     count  share of area
a31oi        6        0.00094
or3          3        0.00047
a2111oi      7         0.0020
nand2       62         0.0058
nand2b       6        0.00094
and2         4        0.00069
nor2       153          0.015
a22o        21         0.0046
inv          5        0.00047
a222oi       4         0.0010
mux2i      166          0.041
a311oi       5         0.0011
nor3        10         0.0012
o211ai      18         0.0034
nand3b       4        0.00075
o311ai       5         0.0011
o221ai      23         0.0050
and3         5        0.00078
o21ai       99          0.012
buf        137          0.023
a22oi       62          0.012
o2bb2ai      4        0.00087
edfxtp    1024           0.77
mux4        20          0.011
or2          3        0.00047
a221o       35         0.0087
a21oi      118          0.015
mux2        81          0.023
o22a         5         0.0011
a32oi        4        0.00087
nor2b        9         0.0014
nand3       22         0.0027
o22ai        4        0.00062
clkbuf      37         0.0035
a221oi     111          0.024
a211oi      17         0.0032
o221a        3        0.00084
critical path, cell delays in order:
cell	delay (ps)
buf_8	340
buf_12	510
buf_4	710
buf_4	580
nand2_1	240
o22ai_1	240
a211oi_1	90
a211oi_1	460
o22a_1	430
clkdlybuf4s50_1	550
cells by family (layout without fill, tap and decap cells):
| kind of cell | after synthesis | count (layout) |
|---|---|---|
| flops | 1024 | 1024 |
| compound gates | 562 | 562 |
| simple gates | 285 | 285 |
| mux | 267 | 267 |
| buf+inv | 179 | 354 |
| other cells | 0 | 1 |
worst min-delay path by stage:
stage | startpoint | to | depth (start not counted)
4_1_cts | in[9] | ram5.RAM[1][9]$_DFFE_PP_ | 1
5_1_grt | in[9] | ram5.RAM[1][9]$_DFFE_PP_ | 1
6_report | in[9] | ram1.RAM[0][9]$_DFFE_PP_ | 1
state kept, by name, summed over array words and instances (netlist names):
register	count
ram0.RAM	128
ram1.RAM	128
ram6.RAM	128
ram4.RAM	128
ram5.RAM	128
ram7.RAM	128
ram3.RAM	128
ram2.RAM	128
cell type report:
type                       count  area, um2
inverter                       5       18.8
fill                        8093      53500
sequential                  1024      30700
timing repair buffer         169       1330
antenna                        1       2.50
multi-input combinational   1114       8370
clock buffer                 119       2620
tap                         1287       1610
clock inverter                61        657
power groups by stage:
stage	Sequential, mW	Combinational (mW)	Clock (mW)
final	2.30	0.281	1.83
after global routing	2.30	0.293	1.92
after CTS	2.30	0.274	1.85
metal layers:
metal,part of all wire,track usage,up-vias,routed length [um]
met5,0.0019,0.0194,-,240
met4,0.041,0.0819,10,5200
met3,0.20,0.232,284,25100
met2,0.44,0.379,1976,55600
met1,0.32,0.311,11373,39800
li1,-,-,9616,-
metrics by stage:
stage / total power [mW] / hold slack, ps / util
floorplan: 2.48 / 4240 / -
global placement: 2.61 / 4610 / 0.426
detailed placement: 2.62 / 4610 / 0.426
CTS: 4.42 / 3910 / 0.459
global route: 4.52 / 3910 / 0.459
finish: 4.41 / 3910 / 0.459
Power figures rest on the tool's default switching activity, not on a simulated workload.
